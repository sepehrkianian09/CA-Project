==> ./design.v <==
module fourBitMultiplexer(in, select, out);
    parameter MuxWidth = 32;
        input [4 * MuxWidth - 1 : 0] in;
        output [MuxWidth - 1 : 0] out;
        input [1 : 0] select;
        assign out = select[1] ? (select[0] ? (in[4 * MuxWidth - 1 : 3 * MuxWidth]) : (in[3 * MuxWidth - 1 : 2 * MuxWidth])) : (select[0] ? (in[2 * MuxWidth - 1 : 1 * MuxWidth]) : (in[MuxWidth - 1 : 0]));
endmodule
module eightBitMultiplexer(in, select, out);
    parameter MuxWidth = 32;
    input [8 * MuxWidth - 1 : 0] in;
    output [MuxWidth - 1 : 0] out;
    input [2 : 0] select;
    assign out = select[2] ? (select[1] ? (select[0] ? (in[8 * MuxWidth - 1 : 7 * MuxWidth]) : (in[7 * MuxWidth - 1 : 6 * MuxWidth])) : (select[0] ? (in[6 * MuxWidth - 1 : 5 * MuxWidth]) : (in[5 * MuxWidth - 1 : 4 * MuxWidth]))) : (select[1] ? (select[0] ? (in[4 * MuxWidth - 1 : 3 * MuxWidth]) : (in[3 * MuxWidth - 1 : 2 * MuxWidth])) : (select[0] ? (in[2 * MuxWidth - 1 : 1 * MuxWidth]) : (in[1 * MuxWidth - 1 : 0])));
endmodule
==> ./run.sh <==
#!/bin/bash
# OpenROAD 26Q1-2900-gdf79404cd8, Yosys 0.63+post, stock flow scripts
make -C /OpenROAD-flow-scripts/flow DESIGN_CONFIG=/design/flow/config.mk WORK_HOME=/design/flow/orfs finish
==> ./config.mk <==
export PLATFORM = sky130hd
export DESIGN_NAME = eightBitMultiplexer
export DESIGN_NICKNAME = eightBitMultiplexer
export VERILOG_FILES = /design/flow/design.v
export SDC_FILE = /design/flow/constraint.sdc
export NUM_CORES = 4
export LEC_CHECK = 1
export CORE_AREA = 10 10 145 145
export DIE_AREA = 0 0 155 155
==> ./constraint.sdc <==
current_design eightBitMultiplexer

set clk_period 2.5
set clk_io_pct 0.2

create_clock -name clk0 -period $clk_period

set non_clock_inputs [all_inputs -no_clocks]
set_input_delay [expr $clk_period * $clk_io_pct] -clock clk0 $non_clock_inputs
set_output_delay [expr $clk_period * $clk_io_pct] -clock clk0 [all_outputs]
==> COMMIT_EDITMSG <==
Refresh implementation metrics

- Of the total power, combinational logic draws 1.000.
- Leakage dissipation: 2.03 nW
* Antenna Diode Count: 0
* Cell area after layout: 5410 sq um
- Family with the most delay on the worst path: multiplexers
- For the pin with the worst max-slew slack, the measured transition is 252 ps.
- The synthesis log from Yosys contains 0 warnings.
- Per the timing report, the biggest fanout along the worst path comes to 5.
* Total wirelength of the detailed-routed design: 13700 um
- The die is 155 um tall.
* Die Width: roughly 160 um
- After synthesis, the netlist uses 7 different library cells.
- For this run, the detailed router's first-pass iteration total came to 6.
- After synthesis, the design contains ~110 cells according to Yosys.
- Setup repair after global routing left no endpoint under its margin.
- The first global-routing pass estimated 19700 um of wire.
- STA classifies the critical path startpoint as a primary input.
- Layout overhead on the synthesized area: 161%
- Among logic cells in the layout, the one with the most instances is sky130_fd_sc_hd__clkdlybuf4s50_1.
- The final timing report lists a max-slew violation count of 0.
* Data arrival time of the worst path: 1960 ps
* Number of antenna violations at the first check in global routing: 0
- Summing over every cut layer, the via total after detailed routing is 2558.
- Number of hold violations in the final report: 0
* Total grt overflow: 0
- Starting Density: 0.115
- Part of the total power dissipated in sequential elements: 0
* Area of the mapped netlist: 2070 sq um
- Across all stage logs, warnings added up to 33.
- Total internal power: 691 uW
- The startpoint identified for the worst hold timing path is select[1].
- Placeable core region: 18000 sq um
* Switching power as a share of total power: 0.228
* Largest net degree at the start of global routing: 33
* Final-layout fill cell count: ~1800
- Detailed placer's ending HPWL: 11100 um
- After floorplanning, the die was sized to cover 24000 sq um.
- Max rail drop VDD: 0.0000895 V
- Initial drt markers: 57
* PD cells: 166 nW/um^2
* Time the worst path needs with I/O delays and setup: 2460 ps
* CP Buf/Inv Count: 4
- The via count of the first global-routing pass is 3005.
* Total negative slack: 0 ps
- The flow ran to the end, and the final reports show no timing, DRC or antenna violations.
- Max stage delay cell, worst path: sky130_fd_sc_hd__mux4_2
- Power, Total: 895 uW
* Critical Path RT: 2000 ps
- Top library cells by usage in the layout, fill and taps aside: sky130_fd_sc_hd__clkdlybuf4s50_1, sky130_fd_sc_hd__mux4_2, sky130_fd_sc_hd__dlygate4sd2_1
* Critical path endpoint category: output port
- Synthesis handed over a netlist of between 100 and 150 instances.
- Worst hold path class: primary input to output port
- Highest cell delay on the worst timing path: 540 ps
* Max Freq: around 410 MHz
- Per Yosys stat, the portion of area used by sequential elements is 0.
- Post-synthesis average cell area: roughly 18 sq um
- Maximum capacitance violations: 0
- IO Pins: around 290
- Dividing the final minimum period by the clock period gives 0.983.
* Critical path type: primary input to output port
- Clock buffers in the final layout number 0.
* Global-route usage over all layers: 0.107
- According to the timing report, the critical path is launched from select[0].
- Tightest slew margin relative to the limit: 0.832
* Number of setup violations in the final report: 0
- Number of DRC violations after detailed routing: 0
- Yosys chip area: 2070 sq um
* Chain of cells forming the critical path: buf_16, buf_16, buf_4, mux4_2, mux2_2, dlygate4sd2_1
- Sequential cells placed in the final layout were counted as 0.
- Vias per cell: 4.02
* Switching power summed over all nets: between 200 and 250 uW
- Average routed wire per standard cell: around 22 um
- Input and output buffers added on the ports amount to 291.
* Hold buffer count at cts: 0
* Count of standard-cell rows: 49
- Share of post-route cells with drive strength above 1: 0.260
- Final Wtd Congestion: 0.905
- Antenna viol nets, final: 0
* Cell repeated most along the worst path: sky130_fd_sc_hd__buf_16
- Area taken by flip-flops and latches: 0 sq um
- Once placement finished, the instance area stood at 5270 sq um.
* Portion of total power attributed to the clock network: 0
per-layer routing:
metal	vias to the layer above	wire, um	global-route usage	part of all wire
li1	1154	-	-	-
met1	1253	5120	0.128	0.37
met2	151	7280	0.192	0.53
met3	0	1290	0.0392	0.094
met4	0	0	0	0
met5	-	0	0	0
through the flow:
stage / util / std cells / hold slack [ps] / setup slack (ps)
floorplan: - / 114 / 1290 / 430
global placement: 0.293 / 625 / 2000 / -244
detailed placement: 0.293 / 625 / 2010 / -250
CTS: 0.302 / 637 / 1740 / -113
global route: 0.301 / 636 / 1680 / 0.728
finish: 0.301 / 636 / 1640 / 42.9
tightest hold or removal path: cells and delay by family:
kind,cells,cell delay (ps)
buffers and inverters,3,410
multiplexers,1,230
kinds of logic (layout without fill, tap and decap cells):
family                 count (synthesis)  count (layout)  synth area share
buffers and inverters                 18             311            0.0585
muxes                                 96              96             0.941
synthesized netlist by cell type, drive strengths merged:
master / instances / area share
buf: 16 / 0.055
mux4: 64 / 0.77
mux2: 32 / 0.17
clkbuf: 2 / 0.0036
power groups by stage:
stage	sequential, mW	combinational [mW]	clock (mW)
global route	0	0.955	0
CTS	0	0.914	0
finish	0	0.895	0
cell type report:
| cell class | count | area [sq um] | area share |
|---|---|---|---|
| multi-input cells | 96 | 1900 | 0.352 |
| repair buffers | 311 | 3220 | 0.595 |
| well taps | 229 | 287 | 0.0530 |
path summary, 6_finish.rpt:
check / to / slack [ps] / cells after the start
worst max-delay path: out[11] / 40 / 6
worst min-delay path: out[25] / 1640 / 4
timing repair:
action | 4_1_cts | 5_1_grt
resized | 88 | 8
cloned | 6 | 0
setup endpoints to repair | 32 | 5
buffers inserted | 6 | 0
Power and IR drop assume default switching activity.
