**flow/run.sh**
```bash
#!/bin/bash
# OpenROAD 26Q1-2900-gdf79404cd8, Yosys 0.63+post, stock flow scripts
make -C /OpenROAD-flow-scripts/flow DESIGN_CONFIG=/design/flow/config.mk WORK_HOME=/design/flow/orfs finish
```
**flow/design.v**
```verilog
module ALU(Opcode, in1, in2, shamt, out, OverFlow, Zero, Sign);
    parameter n = 32;
	 parameter m = 5;
    input[n - 1 : 0] in1, in2;
    input[m - 1 : 0] shamt;
    input[2 : 0] Opcode;
    output wire [n - 1 : 0] out;
    output OverFlow, Zero, Sign;
    wire [n - 1 : 0] addOut, shiftOut, nandOut, sltOut, MinOut;
    nBitUnsignedAddSubber #(.n(n)) adder(.A(in1), .B(in2), .Add(~Opcode[0]), .Result(addOut), .Cout(OverFlow), .Cin(0), .Unsigned(0));
    Shifter #(.n(n)) shifter(.In(in1), .shamt(shamt), .toRight(~Opcode[0]), .Out(shiftOut));
    Nander #(.n(n)) nander(.in1(in1), .in2(in2), .out(nandOut));
    SetLessThan #(.n(n)) setLt(.In1(in1), .In2(in2), .Out(sltOut));
    Minimum #(.n(n)) getMin(.In1(in1), .In2(in2), .Out(MinOut));
    assign Zero = out == 0;
    assign out = Opcode[2] ? (Opcode[1] ? MinOut : (Opcode[0] ? sltOut : nandOut)) : (Opcode[1] ? shiftOut : addOut);
endmodule
module Minimum(In1, In2, Out);
    parameter n = 4;
    input signed [n - 1 : 0] In1, In2;
    output signed [n - 1 : 0] Out;
    assign Out = In1 < In2 ? In1 : In2;
endmodule
module Nander(in1, in2, out);
    parameter n = 4;
    input[n - 1 : 0] in1, in2;
    output reg[n - 1 : 0] out;
    integer i = 0;
    always @* begin
        for(i = 0; i < n; i = i + 1) begin
            out[i] = ~(in1[i] & in2[i]);
        end
    end
endmodule
module SetLessThan(In1, In2, Out);
    parameter n = 4;
    input signed [n - 1 : 0] In1, In2;
    output signed [n - 1 : 0] Out;
    assign Out = In1 < In2 ? 1 : 0;
endmodule
module Shifter(In, shamt, toRight, Out);
    parameter n = 4;
    input[n - 1 : 0] In;
    input[$clog2(n) - 1 : 0] shamt;
	 input toRight;
    output[n - 1 : 0] Out;
    assign Out = toRight ? (In >> shamt) : (In << shamt);
endmodule
module nBitUnsignedAddSubber(A, B, Add, Cin, Unsigned, Result, Cout);
    parameter n = 4;
    input[n - 1 : 0] A, B;
    input Add, Cin, Unsigned;
    output[n - 1 : 0] Result;
    output Cout;
    wire [n : 0] res;
    assign res = A + Cin + (Add ? B : (-B));
    assign Result = res[n - 1 : 0];
    assign Cout = Unsigned ? (res[n]) : ((A[n - 1] & B[n - 1] & (~res[n - 1]))|((~A[n - 1]) & (~B[n - 1]) & res[n - 1]));
endmodule
```
**flow/constraint.sdc**
```tcl
current_design ALU

set clk_period 13.6
set clk_io_pct 0.2

create_clock -name clk0 -period $clk_period

set non_clock_inputs [all_inputs -no_clocks]
set_input_delay [expr $clk_period * $clk_io_pct] -clock clk0 $non_clock_inputs
set_output_delay [expr $clk_period * $clk_io_pct] -clock clk0 [all_outputs]
```
**flow/config.mk**
```make
export PLATFORM = sky130hd
export DESIGN_NAME = ALU
export DESIGN_NICKNAME = ALU
export VERILOG_FILES = /design/flow/design.v
export SDC_FILE = /design/flow/constraint.sdc
export NUM_CORES = 4
export LEC_CHECK = 1
export CORE_UTILIZATION = 30
```
==> flow_summary.json <==
{
  "status": "completed",
  "leakagePower_uw": 0.00413,
  "min_path_type": "primary input to output port",
  "grt_usage_pct": 26.6,
  "drt_pre_antenna_iters": 5,
  "place_ws_ns": 2.26,
  "cp_cell_sequence": "clkdlybuf4s50_1 > or4_1 > nand2b_1 > or3_1 > or3_1 > nor2_1 > nand3_1 > nand2_1 > xnor2_1 > ha_1 > a21oi_1 > nor2b_1 > o21a_1 > nor2_1 > o32ai_1 > a21o_1 > a221o_1 > or4_1 > and4bb_1 > nand3b_1 > nor4b_2 > clkdlybuf4s50_1",
  "cp_data_required_time_ns": 10.88,
  "ant_nets": 0,
  "synthCells": 1211,
  "clock.fmax_mhz": 88.1,
  "wl_per_cell_um": 24.5,
  "layout_top_cells": "nand2_1, ha_1, clkdlybuf4s50_1",
  "critPathKind": "primary input to output port",
  "fin_crit_ns": 11.36,
  "log.warning_count": 70,
  "area_delta_synth_final_pct": 15.4,
  "antennaDiodeCount": 0,
  "hpwl_um": 31200,
  "coreArea_um2": 28900,
  "cp-start-kind": "primary input",
  "rsz0062_at_grt": "no",
  "grt-ovfl-total": 0,
  "grt_max_degree": 75,
  "finalCritPeriodShare_pct": 83.5,
  "die_width_um": 174,
  "yosysTopAreaCellShare_pct": 14.3,
  "cts.repair.resized": 0,
  "setup_viol": 0,
  "drt_wl_total_um": 40200,
  "slew_violations": 0,
  "path_buffers": 2,
  "relSlewSlack_pct": 43.9,
  "yosysSeqAreaShare_pct": 0,
  "crit_path_max_incr_delay_ns": 0.61,
  "ys_cells": 1211,
  "routed-via-count": 10333,
  "lay_top_count": "nand2_1",
  "setup.worst_path.end_class": "output port",
  "yosys-stat-area_um2": 8840,
  "maxCapViolations": 0,
  "grt_pass1_vias": 9849,
  "syn_avg_cell_area_um2": 7.30,
  "design_area_um2": 10200,
  "worst-path-max-fanout": 8,
  "peakVddDrop_mv": 0.0221,
  "hold_buffers": 0,
  "ys_warn_count": 4,
  "nClkBuffers": 0,
  "seq_cells": 0,
  "largest_area_cell": "ha_1",
  "hold_viol": 0,
  "area_leaders": "ha_1, mux4_2, mux2i_1",
  "grt_pass1_wl_um": 60400,
  "gp_congestion": 1.02,
  "rows": 62,
  "yosysUniqueCellTypes": 86,
  "io_pins": 107,
  "drive_gt1_share_pct": 9.34,
  "portBuffers": 106,
  "tns_ns": 0,
  "setup_ws_ns": 2.24,
  "initCoreUtil_pct": 30.6,
  "p_per_area_nw_per_um2": 50.6,
  "antenna_found_initial": 0,
  "cpMaxStageDelayCell": "or4_1",
  "crit_arrival_ns": 8.64,
  "dieHeight_um": 174,
  "crit_family": "simple AND/OR/NAND/NOR gates",
  "drtIter0Drc": 1039,
  "tightest_slew_ns": 0.834,
  "flop_area_um2": 0,
  "synthesis.area_um2": 8840,
  "viasPerCell": 6.31,
  "die_area_um2": 30100,
  "cts_setup_buffers": 0,
  "place_area_um2": 10200,
  "drc_errors": 0
}
==> cells by family after synthesis <==
group	share of synthesized area (%)
AND-OR/OR-AND	30.4
buffers and inverters	6.81
multiplexers	22.9
other	0.0424
XOR/XNOR	5.65
AND/OR/NAND/NOR	19.6
adder cells (fa/ha/maj)	14.5
==> final timing paths <==
check	endpoint	slack (ns)	from	cells after the start
setup / recovery	Zero	2.24	in2[3]	22
hold / removal	out[0]	6.67	Opcode[0]	5
==> routing by layer <==
metal | global-route usage [%] | up-vias | share of wire [%]
li1 | - | 4721 | -
met1 | 37.1 | 4970 | 42
met2 | 41.2 | 560 | 44
met3 | 4.50 | 82 | 9.0
met4 | 10.5 | 0 | 4.5
met5 | 0 | - | 0
==> per-stage QoR <==
step	util, %	hold WS [ns]	total power (µW)	cells
after detailed placement	35.3	6.66	503	1637
after global routing	35.3	6.73	553	1637
after CTS	35.3	6.67	505	1637
final	35.3	6.67	516	1637
after global placement	35.3	6.65	504	1637
after floorplan	-	5.54	311	1211
==> cells in the mapped netlist, types with 9 or more instances <==
| cell | instances |
|---|---|
| inv_1 | 45 |
| and3_1 | 9 |
| nand3_1 | 30 |
| mux2_2 | 20 |
| nor2b_1 | 10 |
| nor2_1 | 85 |
| nand2_1 | 134 |
| clkbuf_1 | 66 |
| mux4_2 | 41 |
| nand4_1 | 16 |
| a211oi_1 | 18 |
| nor3_1 | 26 |
| o21ai_0 | 88 |
| o221ai_1 | 9 |
| xor2_1 | 12 |
| buf_2 | 16 |
| a211o_1 | 9 |
| o31ai_1 | 17 |
| mux2i_1 | 86 |
| a31oi_1 | 17 |
| a21o_1 | 22 |
| buf_1 | 9 |
| xnor2_1 | 45 |
| a21oi_1 | 79 |
| o211ai_1 | 17 |
| ha_1 | 101 |
| nand2b_1 | 9 |
==> layout make-up <==
type / instances / area [µm²]
inverter: 48 / 180
tap: 384 / 480
timing repair buffer: 141 / 1300
multi-input combinational: 1064 / 8230
fill: 3092 / 18700
==> where the power goes <==
group | total [µW] | leakage [µW] | internal (µW) | switching (µW)
sequential | 0 | 0 | 0 | 0
combinational | 516 | 0.00413 | 215 | 301
clock | 0 | 0 | 0 | 0
total | 516 | 0.00413 | 215 | 301
Power figures rest on the tool's default switching activity, not on a simulated workload.
