## design/flow/config.mk

```make
export PLATFORM = sky130hd
export DESIGN_NAME = Memory
export DESIGN_NICKNAME = Memory
export VERILOG_FILES = /design/flow/design.v
export SDC_FILE = /design/flow/constraint.sdc
export NUM_CORES = 4
export LEC_CHECK = 1
export CORE_UTILIZATION = 50
```

## design/flow/design.v

```verilog
module Memory(instructionReadReg, dataReadReg, readInstruction, readData,
    writeInstructionReg, writeDataReg, writeInstruction, writeData,
    writeInstructionEnable, writeDataEnable, Clk);
    parameter wordNumber = 64;
    parameter n = 32;
    parameter m = 6;
    input Clk;
    input[m - 1 : 0] instructionReadReg, dataReadReg;
    output[n - 1 : 0] readInstruction, readData;
    input[m - 1 : 0] writeInstructionReg, writeDataReg;
    input[n - 1 : 0] writeInstruction, writeData;
    input writeInstructionEnable, writeDataEnable;
    reg [n - 1 : 0] numbers [wordNumber - 1 : 0];
    assign readInstruction = numbers[instructionReadReg];                
    assign readData = numbers[wordNumber - 1 - dataReadReg];             
    integer i = 0;
    initial begin
        numbers[0] <= 32'b100010_00000_00000_0000000000000000;    
        numbers[1] <= 32'b001000_00010_00010_0000000000000001;    
        numbers[2] <= 32'b001001_00000_00000_0000000000000001;    
        numbers[3] <= 32'b000000_00010_00001_00011_00000_100000;  
        numbers[4] <= 32'b001000_00010_00001_0000000000000000;    
        numbers[5] <= 32'b001000_00011_00010_0000000000000000;    
        numbers[6] <= 32'b101011_00000_00001_0000000000000000;    
        numbers[7] <= 32'b000100_00111_00000_1111111111111010;    
        numbers[8] <= 32'b111111_00000_00000_0000000000000000;    
        numbers[wordNumber - 1] <= 16;                                        
        for(i = 9; i < wordNumber - 1; i = i + 1) begin
            numbers[i] <= 0;
        end
    end
    always @(posedge Clk) begin
        if (writeInstructionEnable)
            numbers[writeInstructionReg] <= writeInstruction;
        if (writeDataEnable)
            numbers[wordNumber - 1 - writeDataReg] <= writeData;
    end
endmodule
```

## design/flow/run.sh

```bash
#!/bin/bash
# OpenROAD 26Q1-2900-gdf79404cd8, Yosys 0.63+post, stock flow scripts
make -C /OpenROAD-flow-scripts/flow DESIGN_CONFIG=/design/flow/config.mk WORK_HOME=/design/flow/orfs finish
```

## design/flow/constraint.sdc

```tcl
current_design Memory

set clk_period 10.6
set clk_io_pct 0.2

create_clock -name clk0 -period $clk_period [get_ports {Clk}]

set non_clock_inputs [all_inputs -no_clocks]
set_input_delay [expr $clk_period * $clk_io_pct] -clock clk0 $non_clock_inputs
set_output_delay [expr $clk_period * $clk_io_pct] -clock clk0 [all_outputs]
```

==> flow_summary_export.csv <==
group,metric,value,unit
outcome,status,"finished clean",
worst_setup_path,crit_required,8480,ps
floorplan,die.size.y,492,µm
global_routing,grt-busiest-layer,"met2",
logic_synthesis,top_area_cell,"edfxtp_1",
detailed_routing,drc,0,
global_routing,grt_pass1_wl,674000,µm
detailed_routing,wirelength,493000,µm
timing,finalMaxSlewViolations,0,
cells_and_area,fin_util,55.6,%
detailed_routing,avgViaCountPerCell,7.32,
timing,setup_ws,1870,ps
worst_setup_path,path_max_fanout,21,
floorplan,coreArea,239000,µm²
logic_synthesis,ys_async_sr_fraction,0,%
timing,fmax,115,MHz
run,warnings,26,
worst_setup_path,critical_path_class,"in2out",
cts,ctsHoldBuffers,0,
logic_synthesis,ys_area,120000,µm²
cts,htreeDepth,4,
logic_synthesis,edf_count,2048,
cells_and_area,comb_area,55100,µm²
timing,layout_min_cycle_time,8730,ps
logic_synthesis,yosys_warnings,1,
cells_and_area,fillers,18400,
cts,cts_max_path_buffers,3,
logic_synthesis,synth.top_cell.area_share,51.1,%
logic_synthesis,synth_seq_share,51.1,%
logic_synthesis,syn-cell-area,120000,µm²
logic_synthesis,ys_cells,7522,
placement,numPortBuffers,154,
power_and_ir_drop,p_leak,43.0,nW
global_routing,grt_usage,45.1,%
worst_setup_path,cp.arrival,6610,ps
global_routing,met3_usage,34.1,%
cells_and_area,drive_gt1_share,50.6,%
logic_synthesis,yosys-top-cells-area,"edfxtp_1, mux4_2, mux2_2, mux2i_1, mux2_1",
floorplan,initCoreUtil,50.4,%
power_and_ir_drop,power_density,145,nW/µm²
floorplan,num_rows,179,
timing,worst_pin_slew,1400,ps
floorplan,die-area,242000,µm²
cells_and_area,top_register,"numbers",
cts,cts_tree,"built",
cts,cts_resized,0,
placement,dp.cells,10300,
detailed_routing,drt_pass1_iterations,6,
cells_and_area,seq_area,61500,µm²
cells_and_area,reg_top3,"numbers (2048)",
cells_and_area,areaGrowthSynthToFinish,10.3,%
timing,setup_viol,0,
global_routing,met1_usage,53.3,%
worst_hold_path,hold_path_class,"in2reg",
logic_synthesis,synthFlopType,"edfxtp_1",
placement,hpwl,302000,µm
global_routing,met2_usage,59.9,%
cts,clock_sinks,2048,
cells_and_area,largest_reg_flops,2048,
worst_setup_path,path_common_cell,"buf_4",
worst_hold_path,whs_path_depth,2,
logic_synthesis,most_common_cell,"edfxtp_1",
worst_setup_path,cp-end-kind,"output port",
worst_setup_path,cp-start-kind,"primary input",
power_and_ir_drop,ir_drop,0.000187,V
timing,rsz0062_at_grt,"false",
cts,root_buffer,"clkbuf_16",
detailed_routing,ant_nets,0,
cts,clk_pin_slew,60,ps
worst_setup_path,cp_slowest_stage_delay,1070,ps
worst_setup_path,path_cells,"buf_4 -> buf_4 -> buf_4 -> nand2_1 -> buf_4 -> o22ai_1 -> nor2_1 -> a21oi_1 -> a221oi_1 -> buf_4 -> clkdlybuf4s50_1",
cts,cts_setup_buffers,0,
placement,routabilityCongestion,1.01,
cts,numCtsBuffers,230,
global_routing,grt_pass1_vias,83200,
run,drv_cap,0,
floorplan,io_pins,155,
logic_synthesis,postSynthAreaPerCell,16.0,µm²
detailed_routing,post_drt_wl_per_cell,45.9,µm
power_and_ir_drop,p_total,0.0192,W
worst_setup_path,slowest_stage,"a221oi_1",
global_routing,grt_max_degree,71,
worst_hold_path,hold_start,"writeInstruction[25]",
logic_synthesis,synth-seq-cells,2048,
logic_synthesis,ys_types,57,
placement,post-place-ws,2240,ps
timing,hold_viol_final,0,
timing,maxSlewHeadroom,6.91,%
global_routing,grt_antenna_before_repair,27,
worst_hold_path,hold_path_end,"numbers[58][25]",
detailed_routing,vias,78500,
timing,timing.final.crit_share,82.4,%
cells_and_area,finalNonFillerCells,10700,
global_routing,grt_overflow,0,
timing,setup-tns-final,0,ps
detailed_routing,drtIter0Drc,6041,
logic_synthesis,syn_inst,7522,
logic_synthesis,common_cells,"edfxtp_1, mux2_2, mux4_2, clkbuf_1, mux2i_1",
floorplan,die_width,492,µm
logic make-up (layout without fill, tap and decap cells):
group | Yosys count | count (layout) | share of synthesized area, %
multiplexers | 3261 | 3261 | 39.0
flip-flops | 2048 | 2048 | 51.1
buffers and inverters | 1035 | 1045 | 4.01
AND-OR/OR-AND | 701 | 701 | 3.91
AND/OR/NAND/NOR | 477 | 477 | 1.93
other | 0 | 29 | 0
through the flow:
stage | hold WS (ps) | cell area [µm²]
5_1_grt | 1650 | 133000
3_3_place_gp | 2550 | 125000
6_report | 1670 | 133000
2_1_floorplan | 2600 | 120000
3_5_place_dp | 2560 | 125000
4_1_cts | 1630 | 132000
layout by cell type (no fill, tap or decap), types with 49 or more instances in the layout:
master,Yosys,final
edfxtp_1,2048,2048
mux2_2,1865,1865
mux4_2,934,934
buf_4,93,447
mux2i_1,273,273
clkbuf_16,0,232
o22ai_1,241,222
mux2_1,189,189
nand2_1,171,127
a21oi_1,96,96
nor2_1,109,86
clkdlybuf4s50_1,0,79
a22oi_1,75,75
clkinv_1,0,73
buf_2,212,66
o221ai_1,49,49
power breakdown:
| part | leakage [nW] | switching (W) | internal [W] |
|---|---|---|---|
| registers | 18.4 | 0.0000480 | 0.00903 |
| logic | 21.1 | 0.00145 | 0.000987 |
| clock network | 3.45 | 0.00343 | 0.00429 |
critical path, delay by kind of cell:
kind	cells	cell delay, ps
buffers and inverters	6	1970
AOI/OAI and AO/OA	3	1450
and+or+nand+nor	2	1020
worst max path at each step:
stage,startpoint,endpoint,slack (ps)
6_report,instructionReadReg[3],readInstruction[26],1870
4_1_cts,instructionReadReg[3],readInstruction[26],2200
5_1_grt,instructionReadReg[3],readInstruction[26],1950
routing by layer:
| metal | share of wire (%) | wire length, µm |
|---|---|---|
| met5 | 0.42 | 2060 |
| met4 | 7.7 | 37900 |
| met2 | 43 | 213000 |
| met3 | 19 | 91600 |
| met1 | 30 | 148000 |
cell type report:
cell class | instances | area share, %
inverters | 4 | 0.0151
well taps | 3167 | 2.99
clock buffers | 277 | 4.51
flip-flops and latches | 2048 | 46.4
clock inverters | 149 | 0.799
multi-input cells | 4439 | 41.5
repair buffers | 615 | 3.70
diodes | 29 | 0.0547
Power figures rest on the tool's default switching activity, not on a simulated workload.
